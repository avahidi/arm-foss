## run.sh

```bash
#!/bin/bash
# OpenROAD 26Q1-2900-gdf79404cd8, Yosys 0.63+post, stock flow scripts
make -C /OpenROAD-flow-scripts/flow DESIGN_CONFIG=/design/flow/config.mk WORK_HOME=/design/flow/orfs finish
```

## config.mk

```make
export PLATFORM = sky130hd
export DESIGN_NAME = ahb_mux
export DESIGN_NICKNAME = ahb_mux
export VERILOG_FILES = /design/flow/design.v
export SDC_FILE = /design/flow/constraint.sdc
export NUM_CORES = 4
export LEC_CHECK = 1
export CORE_AREA = 10 10 140 140
export DIE_AREA = 0 0 150 150
```

## constraint.sdc

```tcl
current_design ahb_mux

set clk_period 5.8
set clk_io_pct 0.2

create_clock -name clk0 -period $clk_period [get_ports {HCLK_I}]

set non_clock_inputs [all_inputs -no_clocks]
set_input_delay [expr $clk_period * $clk_io_pct] -clock clk0 $non_clock_inputs
set_output_delay [expr $clk_period * $clk_io_pct] -clock clk0 [all_outputs]
```

## design.v

```verilog
`default_nettype none
module ahb_mux
(
 input         HCLK_I,
 input         HRESET_N_I,
 input [2:0]   M_SEL_I,
 input [1:0]   M_HTRANS_I,
 input         M_HREADY_I,
 output        M_HREADY_O,
 output        M_HRESP_O,
 output [31:0] M_HRDATA_O,
 output [7:1]   S_SEL_O,
 input [7:1]   S_HREADY_I,
 input [7:1]   S_HRESP_I,
 input [31:0]  S1_HRDATA_I,
 input [31:0]  S2_HRDATA_I,
 input [31:0]  S3_HRDATA_I,
 input [31:0]  S4_HRDATA_I,
 input [31:0]  S5_HRDATA_I,
 input [31:0]  S6_HRDATA_I,
 input [31:0]  S7_HRDATA_I
 );
   reg         state;
   always @(posedge HCLK_I)
     if(!HRESET_N_I)
       state <= 0;
     else
       state <= M_HREADY_I & M_HTRANS_I[1];
   reg [2:0] sel_d;
   always @(posedge HCLK_I)
     if(!HRESET_N_I)
       sel_d <= 3'b000;
     else if(M_HREADY_I & M_HTRANS_I[1])
       sel_d <= M_SEL_I;
   assign M_HRDATA_O = (sel_d == 3'd1) ? S1_HRDATA_I :
                       (sel_d == 3'd2) ? S2_HRDATA_I :
                       (sel_d == 3'd3) ? S3_HRDATA_I :
                       (sel_d == 3'd4) ? S4_HRDATA_I :
                       (sel_d == 3'd5) ? S5_HRDATA_I :
                       (sel_d == 3'd6) ? S6_HRDATA_I :
                       (sel_d == 3'd7) ? S7_HRDATA_I :
                       32'dx;
   wire [7:0] mask = 8'h01 << M_SEL_I;
   wire [7:0] mask_d = 8'h01 << sel_d;
   assign S_SEL_O = mask[7:1];
   assign M_HREADY_O = ~state | |(mask_d[7:1] & S_HREADY_I);
   assign M_HRESP_O = |(~mask_d[7:1] & S_HRESP_I);
endmodule
```

==> metrics.yaml <==
worst_path_clk_slew_ps: 30
syn_area_um2: 2430
fin_crit_ps: 4140
ios: 287
pin_count_of_the_biggest_net_entering_global_routing: 52
skew_pair_late_insertion_delay_ps: 220
fillers: 1675
hold_viol: 0
dp_hpwl_mm: 12.4
cts.htree.levels: 1
chipWidth_um: 150
wl_mm: 15.7
design.die.area_um2: 22500
post-cts-setup-buffers: 0
cts_inserted_buffers: 3
seq_area_frac_synth_pct: 3.30
cp_peak_stage_delay_ps: 750
worstPathMaxFanout: 46
top_cells_by_area: "sky130_fd_sc_hd__mux2i_1 39%, sky130_fd_sc_hd__o221ai_1 12%, sky130_fd_sc_hd__a31oi_1 8.5%"
antenna_cells: 0
post-synth-top-area-cell: "sky130_fd_sc_hd__mux2i_1"
timing_worst_slew_pin_value_ps: 877
arrival_ps: 2980
rsz0062_at_grt: "no"
synth.yosys.chip_area_um2: 2430
firstDrtPassIters: 4
grt_pass1_wl_mm: 23.3
synthCells: 316
overflow: 0
fp_util_pct: 14.6
layout-area-overhead-vs-synth_pct: 125
num_rows: 47
post_synth.cell_area_avg_um2: 7.68
cap_viol_max_count: 0
ys_cells: 316
crit_chain: "buf_4 -> mux2i_1 -> o22ai_1 -> a31oi_1 -> o221ai_1 -> clkdlybuf4s50_1"
dp_worst_setup_slack_ps: 1810
fmaxAchievable_ghz: 0.241
post_route_cells_drive_above_1_share_pct: 3.48
portBuffers: 285
detailroute.via_count: 3731
coreArea_um2: 16600
drt.antenna.violating_nets: 0
slew_headroom_pct: 41.5
log.warning_count: 26
worst_ep_required_time_ps: 4640
antenna_found_initial: 0
worst_setup_path_end_kind: "output port"
clk_root_buffer_cell: "sky130_fd_sc_hd__clkbuf_16"
layout_top_cells_excl_fill_tap: "285 x sky130_fd_sc_hd__clkdlybuf4s50_1, 95 x sky130_fd_sc_hd__mux2i_1, 35 x sky130_fd_sc_hd__o21ai_0"
drt-initial-drc-count: 180
hp-class: "register to register"
ctsResizeCount: 0
globalplace.congestion: 0.832
finalMaxSlewViolations: 0
setup.worst_path.class: "register to output port"
synth_top_area_share_pct: 39.2
ys_ff: 4
post-route-worst-setup-slack_ps: 1660
status: "finished clean"
groute.usage.overall_pct: 13.0
cts_tree: "built"
die.size.y_um: 150
fin_crit_sh_pct: 71.4
cellPowerDensity_nw_per_um2: 94.2
power.leakage_nw: 1.72
hold_slack_ps: 668
final.setup.tns_ps: 0
final.setup_skew_ps: 0
final_layout_top_logic_cell: "sky130_fd_sc_hd__clkdlybuf4s50_1"
clk_path_buf_depth: 2
cts.sinks: 4
detail_route.drc_violations: 0
highest_delay_cell_along_the_critical_path: "sky130_fd_sc_hd__dfxtp_4"
cts_hold_buf: 0
ir_drop_mv: 0.112
first_global_vias: 4009
startpoint_type: "register"
yosysWarningCount: 1
synth.lib_cells_used.distinct: 30
setup-violations-final: 0
wl_per_cell_um: 19.7
detail_route.vias_per_cell: 4.70
==> final cells by class <==
cell class,instances,area [µm²],share of cell area (%)
repair buffers,291,2900,53.1
multi-input cells,274,2120,38.8
well taps,220,275,5.04
flip-flops and latches,4,83.8,1.54
clock buffers,4,78.8,1.44
inverters,1,3.75,0.0688
==> cell usage after synthesis <==
cell	number
sky130_fd_sc_hd__a211o_1	1
sky130_fd_sc_hd__a21boi_0	3
sky130_fd_sc_hd__a21oi_1	3
sky130_fd_sc_hd__a221oi_2	1
sky130_fd_sc_hd__a22oi_1	1
sky130_fd_sc_hd__a31o_2	1
sky130_fd_sc_hd__a31oi_1	33
sky130_fd_sc_hd__and3_1	2
sky130_fd_sc_hd__and3b_1	2
sky130_fd_sc_hd__buf_2	11
sky130_fd_sc_hd__buf_4	6
sky130_fd_sc_hd__buf_6	7
sky130_fd_sc_hd__clkbuf_1	11
sky130_fd_sc_hd__clkbuf_4	2
sky130_fd_sc_hd__dfxtp_1	4
sky130_fd_sc_hd__inv_1	1
sky130_fd_sc_hd__mux2_2	1
sky130_fd_sc_hd__mux2i_1	95
sky130_fd_sc_hd__nand2_1	8
sky130_fd_sc_hd__nand2b_1	3
sky130_fd_sc_hd__nand3_1	3
sky130_fd_sc_hd__nor2_1	3
sky130_fd_sc_hd__nor2b_1	2
sky130_fd_sc_hd__nor3_1	3
sky130_fd_sc_hd__nor3b_1	5
sky130_fd_sc_hd__o21ai_0	35
sky130_fd_sc_hd__o221ai_1	32
sky130_fd_sc_hd__o22ai_1	32
sky130_fd_sc_hd__o32a_1	1
sky130_fd_sc_hd__or2_2	4
==> layer usage <==
layer | global-route usage (%) | vias to the layer above | share of wire [%]
li1 | - | 1825 | -
met1 | 16.2 | 1724 | 40
met2 | 22.3 | 178 | 50
met3 | 4.23 | 4 | 9.7
met4 | 0.632 | 0 | 0.40
met5 | 0 | - | 0
==> power breakdown <==
part	switching, mW	internal, mW	total (mW)	leakage [nW]
Combinational	0.116	0.251	0.367	1.65
Clock	0.0199	0.0908	0.111	0.0382
Sequential	0.00785	0.0287	0.0366	0.0335
Total	0.143	0.371	0.514	1.72
==> final timing paths <==
check	cells after the start	startpoint	slack (ps)	end
min reg2reg	2	sel_d[2]	670	sel_d[2]
min	2	sel_d[2]	670	sel_d[2]
max	6	sel_d[1]	1660	M_HRDATA_O[12]
max reg2reg	2	sel_d[1]	4650	sel_d[1]
==> cells by family after synthesis <==
family	after synthesis	share of synthesized area, %
AOI/OAI and AO/OA	143	39.1
DFF	4	3.30
and+or+nand+nor	35	8.05
buffers and inverters	38	9.85
muxes	96	39.7
==> sequential cells by signal, indices dropped and copies added (netlist names) <==
name,count
state,1
sel_d,3
==> critical path: cells and delay by family, from the launching register on <==
family	cells	cell delay (ps)
multiplexers	1	320
buffers and inverters	2	1130
AND-OR/OR-AND	3	520
flip-flops	1	750
==> metrics by stage <==
step	cell area [µm²]	utilization (%)	std cells	power [mW]
5_1_grt	5460	32.9	794	0.550
4_1_cts	5460	32.9	794	0.520
3_5_place_dp	5380	32.4	790	0.406
3_3_place_gp	5380	32.4	790	0.402
2_1_floorplan	2430	-	316	0.147
6_report	5460	32.9	794	0.514
Power figures rest on the tool's default switching activity, not on a simulated workload.
