$ cat design.v
`default_nettype none
module ram #(parameter AWIDTH = 8)
   (
    input              HCLK_I,
    input              HRESET_N_I,
    input              HREADY_I,
    input              HSEL_I,
    input [2:0]        HSIZE_I,
    input              HWRITE_I,
    input [AWIDTH-1:0] HADDR_I,
    input [31:0]       HRDATA_I,
    output [31:0]      HWDATA_O,
    output             HRESP_O,
    output             HREADY_O
    );
   localparam COUNT = 2 ** (AWIDTH-2);
   reg [7:0]           mem0[0:COUNT-1];
   reg [7:0]           mem1[0:COUNT-1];
   reg [7:0]           mem2[0:COUNT-1];
   reg [7:0]           mem3[0:COUNT-1];
   reg [AWIDTH-1:0]    adr_d;
   reg [1:0]           size_d;
   reg                 write_d;
   reg                 enable_d;
   always @(posedge HCLK_I) begin
     adr_d <= HADDR_I;
     size_d <= HSIZE_I[1:0];
   end
   always @(posedge HCLK_I) begin
     if(!HRESET_N_I) begin
       write_d <= 0;
       enable_d <= 0;
     end else begin
       write_d <= HWRITE_I;
       enable_d <= HREADY_I & HSEL_I;
     end
   end
   wire [1:0]          adr_low_d = adr_d[1:0];
   wire [AWIDTH-3:0]   adr_hi_d = adr_d[AWIDTH-1:2];
   always @(posedge HCLK_I) begin
     if(write_d & enable_d) begin
       case({size_d, adr_low_d})
         4'b00_00: mem0[adr_hi_d] <= HRDATA_I[7:0];
         4'b00_01: mem1[adr_hi_d] <= HRDATA_I[15:8];
         4'b00_10: mem2[adr_hi_d] <= HRDATA_I[23:16];
         4'b00_11: mem3[adr_hi_d] <= HRDATA_I[31:24];
         4'b01_00: begin
           mem0[adr_hi_d] <= HRDATA_I[7:0];
           mem1[adr_hi_d] <= HRDATA_I[15:8];
         end
         4'b01_10: begin
           mem2[adr_hi_d] <= HRDATA_I[23:16];
           mem3[adr_hi_d] <= HRDATA_I[31:24];
         end
         4'b10_00: begin
           mem0[adr_hi_d] <= HRDATA_I[7:0];
           mem1[adr_hi_d] <= HRDATA_I[15:8];
           mem2[adr_hi_d] <= HRDATA_I[23:16];
           mem3[adr_hi_d] <= HRDATA_I[31:24];
         end
       endcase
     end
   end
   assign HWDATA_O = { mem3[adr_hi_d], mem2[adr_hi_d], mem1[adr_hi_d], mem0[adr_hi_d] };
   assign HREADY_O = enable_d;
   assign HRESP_O = 0;
endmodule
$ cat run.sh
#!/bin/bash
# OpenROAD 26Q1-2900-gdf79404cd8, Yosys 0.63+post, stock flow scripts
make -C /OpenROAD-flow-scripts/flow DESIGN_CONFIG=/design/flow/config.mk WORK_HOME=/design/flow/orfs finish
$ cat config.mk
export PLATFORM = sky130hd
export DESIGN_NAME = ram
export DESIGN_NICKNAME = ram
export VERILOG_FILES = /design/flow/design.v
export SDC_FILE = /design/flow/constraint.sdc
export NUM_CORES = 4
export LEC_CHECK = 1
export CORE_UTILIZATION = 30
$ cat constraint.sdc
current_design ram

set clk_period 25.1
set clk_io_pct 0.2

create_clock -name clk0 -period $clk_period [get_ports {HCLK_I}]

set non_clock_inputs [all_inputs -no_clocks]
set_input_delay [expr $clk_period * $clk_io_pct] -clock clk0 $non_clock_inputs
set_output_delay [expr $clk_period * $clk_io_pct] -clock clk0 [all_outputs]
==> metrics.csv <==
stage,metric,value,unit
critical_path,critical-path cell list,buf_4 -> buf_12 -> nand2_1 -> nor2_4 -> buf_4 -> a22o_1 -> nor3_1 -> o21ai_0 -> or4_1 -> clkdlybuf4s50_1,
place,RePlAce Congestion,0.929,
timing,final max-slew violation count,0,
pwr,power density over the cells,78.0,mW/mm2
logic_synthesis,main area contributors,"edfxtp_1 77%, a22oi_1 3.7%, a221oi_1 2.8%",
grt,vias in the first global route,48200,
clocking,"Setup Fix Bufs, Post-CTS",0,
route,WL met3,44500,um
timing,post-route setup slack,13.74,ns
timing,RSZ-0062 raised after global routing,false,
floorplan,FP Rows,188,
route,DR iter-0 viols,3803,
logic_synthesis,synthesized area,0.0795,mm2
logic_synthesis,"Top FF cell, synth",edfxtp_1,
floorplan,Die ar.,0.267,mm2
layout,sequential cell area,0.0618,mm2
critical_path,Worst path max stage delay,0.85,ns
layout,final instance area,0.0908,mm2
run,max cap viols,0,
clocking,CTS H-tree lvls,4,
logic_synthesis,Area leader share,0.774,
timing,period utilization,0.452,
logic_synthesis,yosys stat area,0.0795,mm2
critical_path,R2R depth,7,
clocking,Hold Buf Count CTS,0,
timing,Setup-failing EPs final,0,
clocking,TritonCTS Buffers,198,
min_path,Hold Startpoint,write_d,
critical_path,Crit Path Max Fanout,90,
clocking,clock tree from TritonCTS,built,
clocking,Clock Latency Late Sink,0.87,ns
logic_synthesis,yosys stat cell total,4795,
route,top routing layer used,met5,
floorplan,boundary pin count,82,
route,vias per cell,5.40,
place,Placed Area,0.0844,mm2
critical_path,slowest CP cell,nor2_4,
pwr,Peak VDD IR,62.7,uV
logic_synthesis,Syn. warnings,1,
grt,largest net degree at the start of global routing,96,
place,Detail Placement HPWL,157000,um
floorplan,core box area,0.263,mm2
logic_synthesis,Gate Count Post-Synth,4795,
route,DRT met1 WL,79400,um
floorplan,initial core utilization,0.302,
floorplan,Die X,517,um
critical_path,most frequent CP cell,buf_4,
logic_synthesis,Post-synth top cells,"2048 x edfxtp_1, 388 x a22oi_1, 372 x nor2_1",
timing,endpoints failing hold,0,
clocking,post-CTS sizing,0,
logic_synthesis,distinct lib cells,67,
floorplan,die height,517,um
timing,Worst slew margin,0.227,
route,post-DR wirelength/cell,29.5,um
route,vias after detailed routing,46500,
route,Routed WL,254000,um
status,status,finished clean,
critical_path,Worst R2R Setup Slack,19.26,ns
pwr,Leak Pwr,27.7,nW
layout,area delta synth->final,14.2,%
clocking,"Reg clk slew, reported paths",0.06,ns
route,drc violations,0,
critical_path,critical path capture point type,output pin,
logic_synthesis,syn avg cell area,16.6,um2
layout,fillers,24200,
run,number of logged tool warnings,28,
clocking,Clock Tree Buf Depth,3,
logic_synthesis,cell with the most instances after synthesis,edfxtp_1,
grt,first-pass GRT wire length,355000,um
critical_path,"Arr. time, crit path",6.34,ns
clocking,clk sink count,2060,
route,Met2 Wirelength,113000,um
logic_synthesis,sequential fraction of the synthesis area,0.777,
critical_path,RR Startpoint,adr_d[3],
grt,gr usage total,0.203,
logic_synthesis,Post-synth ARST share,0,
min_path,Hold Crit Depth,3,
timing,Final min period,11.36,ns
critical_path,r2r endpoint,mem1[31][5],
critical_path,crit path kind,flop to output pin,
clocking,root buffer cell,clkbuf_16,
place,pre-CTS setup slack,14.64,ns
timing,TNS Setup,0,ns
logic_synthesis,Seq cells post-synth,2060,
timing,clock skew after layout,0.0597,ns
route,Final ANT Viol Nets,0,
layout,Layout Utilization,0.345,
min_path,Min-Delay Endpoint,mem3[39][2],
layout,share of cells above drive strength 1,0.125,
critical_path,CP Launch Type,flop,
timing,Worst-Margin Slew,1.16,ns
place,Port Buffers,79,
layout,Gate Area,0.0160,mm2
route,Initial DRT Pass Iterations,6,
timing,fmax,88.0,MHz
grt,grt ovf,0,
min_path,Worst Hold Class,flop to flop,
grt,initial antenna violation count,39,
logic_synthesis,Yosys top cell by area,edfxtp_1,
logic_synthesis,"EDFF count, synth",2048,
critical_path,worst endpoint required time,20.08,ns
-- stage by stage --
| stage | hold slack [ns] | cells | total power, mW |
|---|---|---|---|
| 2_1_floorplan | 0.859 | 4795 | 4.04 |
| 6_report | 1.30 | 8611 | 7.08 |
| 3_3_place_gp | 1.33 | 8211 | 4.25 |
| 4_1_cts | 1.34 | 8574 | 7.11 |
| 3_5_place_dp | 1.35 | 8211 | 4.25 |
| 5_1_grt | 1.39 | 8589 | 7.25 |
-- metal layers --
metal	vias up	track usage
met5	-	0.0315
met4	37	0.0982
met3	530	0.161
met2	3154	0.293
met1	23000	0.208
li1	19800	-
-- flip-flops by register name (all words and copies together), names as in the netlist --
register and count:
adr_d 8, mem0 512, mem3 512, enable_d 1, mem1 512, write_d 1
mem2 512, size_d 2
-- how the worst max path moves through the flow --
stage | from | end | slack [ns] | cells after the start
CTS | adr_d[2] | HWDATA_O[26] | 13.69 | 11
global route | adr_d[2] | HWDATA_O[26] | 13.63 | 11
finish | adr_d[3] | HWDATA_O[2] | 13.74 | 10
-- placed cells by master, fill, tap and decap left out, types with 90 or more instances in the layout --
| cell type | n |
|---|---|
| a221oi_1 | 252 |
| edfxtp_1 | 2048 |
| a21oi_1 | 183 |
| clkbuf_16 | 200 |
| o21ai_0 | 144 |
| o22ai_1 | 96 |
| nor2_1 | 365 |
| mux2i_1 | 173 |
| a22o_1 | 90 |
| a22oi_1 | 388 |
| buf_4 | 194 |
| nand2_1 | 172 |
-- critical path: cells and delay by family (launching register included) --
family                 cells  cell delay (ns)
AOI/OAI and AO/OA          2             0.78
buffers and inverters      4             2.17
DFF                        1             0.66
and+or+nand+nor            4             1.62
-- cell type report --
class / instances / area share
Sequential cell: 2060 / 0.680
Multi-Input combinational cell: 2355 / 0.177
Clock buffer: 243 / 0.0569
Tap cell: 3515 / 0.0485
Timing Repair Buffer: 278 / 0.0241
Clock inverter: 120 / 0.0124
Antenna cell: 37 / 0.00102
Inverter: 3 / 0.000152
-- logic make-up after synthesis --
kind of cell / count (synthesis) / share of synthesized area
compound gates: 1358 / 0.123
simple gates: 732 / 0.0405
other cells: 1 / 0.0000472
flops: 2060 / 0.777
mux: 262 / 0.0357
buf+inv: 380 / 0.0231
xor+xnor: 2 / 0.000221
-- power by group --
group          switching (mW)  leakage [nW]  total [mW]  internal, mW
sequential            0.00446          18.5        3.79          3.78
combinational           0.291          6.17       0.398         0.107
clock                    1.29          3.08        2.89          1.61
Power and IR drop assume default switching activity.
