File: flow/run.sh
#!/bin/bash
# OpenROAD 26Q1-2900-gdf79404cd8, Yosys 0.63+post, stock flow scripts
make -C /OpenROAD-flow-scripts/flow DESIGN_CONFIG=/design/flow/config.mk WORK_HOME=/design/flow/orfs finish
File: flow/config.mk
export PLATFORM = sky130hd
export DESIGN_NAME = ahb_uart
export DESIGN_NICKNAME = ahb_uart
export VERILOG_FILES = /design/flow/design.v
export SDC_FILE = /design/flow/constraint.sdc
export NUM_CORES = 4
export LEC_CHECK = 1
export CORE_UTILIZATION = 40
File: flow/constraint.sdc
current_design ahb_uart

set clk_period 5.9
set clk_io_pct 0.2

create_clock -name clk0 -period $clk_period [get_ports {HCLK_I}]

set non_clock_inputs [all_inputs -no_clocks]
set_input_delay [expr $clk_period * $clk_io_pct] -clock clk0 $non_clock_inputs
set_output_delay [expr $clk_period * $clk_io_pct] -clock clk0 [all_outputs]
File: flow/design.v
`default_nettype none
module ahb_uart
(
 input             HCLK_I,
 input             HRESET_N_I,
 input             RX_I,
 output            TX_O,
 output            IRQ_O,
 input             HREADY_I,
 input             HSEL_I,
 input [2:0]       HSIZE_I,
 input             HWRITE_I,
 input [11:0]      HADDR_I,
 input [31:0]      HRDATA_I,
 output reg [31:0] HWDATA_O,
 output            HRESP_O,
 output            HREADY_O
 );
   localparam REG_DATA = 2'b00;
   localparam REG_CTRL = 2'b01;
   localparam REG_STATUS = 2'b10;
   localparam REG_CLOCK = 2'b11;
   assign IRQ_O = (status_rx_valid & ctrl_irq_rx) |
                  (status_rx_error & ctrl_irq_error) |
                  (ctrl_irq_tx & ~uart_tx_busy);
   reg [10:0]      uart_add;
   wire            uart_rx_valid;
   wire            uart_rx_error;
   wire [7:0]      uart_rx_data;
   wire            uart_tx_busy;
   reg             uart_tx_valid;
   reg [7:0]       uart_tx_data;
   uart uart0
     (
      .CLK_I(HCLK_I),
      .RESET_N_I(HRESET_N_I),
      .RX_I(RX_I),
      .TX_O(TX_O),
      .ADD_I(uart_add),
      .RX_DATA_O(uart_rx_data),
      .RX_VALID_O(uart_rx_valid),
      .RX_ERROR_O(uart_rx_error),
      .TX_BUSY_O(uart_tx_busy),
      .TX_DATA_I(uart_tx_data),
      .TX_VALID_I(uart_tx_valid)
      );
   assign HRESP_O = 0;
   assign HREADY_O = enable_d;
   wire        enable = HSEL_I;
   reg         enable_d;
   always @(posedge HCLK_I)
     if(!HRESET_N_I)
       enable_d <= 0;
     else
       enable_d <= enable;
   wire [1:0]  adr = HADDR_I[3:2];
   reg [1:0]   adr_d;
   reg         write_d;
   always @(posedge HCLK_I) begin
     adr_d <= adr;
     write_d <= HWRITE_I;
   end
   reg status_rx_valid, status_rx_error;
   reg ctrl_irq_error, ctrl_irq_rx, ctrl_irq_tx;
   reg [7:0] saved_rx_data;
   always @(posedge HCLK_I)
     if(enable & !HWRITE_I) begin
       case(adr)
         REG_DATA: HWDATA_O <= { 24'd0, saved_rx_data };
         REG_STATUS: HWDATA_O <= { 29'd0,  ~uart_tx_busy,
                                   status_rx_valid, status_rx_error };
         REG_CTRL : HWDATA_O <= { 29'd0, ctrl_irq_tx, ctrl_irq_rx, ctrl_irq_error};
         REG_CLOCK: HWDATA_O <= { 21'd0, uart_add };
         default: HWDATA_O <= 32'dx;
       endcase  
     end
   always @(posedge HCLK_I  ) begin
     if(!HRESET_N_I) begin
       uart_add <= 11'd629;
       status_rx_valid <= 0;
       status_rx_error <= 0;
       ctrl_irq_error <= 0;
       ctrl_irq_rx <= 0;
       ctrl_irq_tx <= 0;
       uart_tx_valid <= 0;
       saved_rx_data <= 0;
       uart_tx_data <= 0;
     end else begin
       uart_tx_valid <= 0;
       if (enable_d & write_d) begin
         case(adr_d)
           REG_DATA:
             if(!uart_tx_busy) begin
               uart_tx_data <= HRDATA_I[7:0];
               uart_tx_valid <= 1;
             end
           REG_CTRL:  begin
             ctrl_irq_error <= HRDATA_I[0];
             ctrl_irq_rx <= HRDATA_I[1];
             ctrl_irq_tx <= HRDATA_I[2];
           end
           REG_CLOCK:
             uart_add <= HRDATA_I[10:0];
           REG_STATUS: begin
             status_rx_error <= status_rx_error & ~HRDATA_I[0];
           end
         endcase
       end
       if(enable & !HWRITE_I) begin
         case(adr)
           REG_DATA:
             status_rx_valid <= 0;
         endcase
       end
       if(uart_rx_error)
         status_rx_error <= 1;
       if(uart_rx_valid & !status_rx_valid) begin
         status_rx_valid <= 1;
         saved_rx_data <= uart_rx_data;
       end
     end  
   end
endmodule
`default_nettype none
module uart
  (
   input        CLK_I,
   input        RESET_N_I,
   input [10:0] ADD_I,
   input        RX_I,
   output [7:0] RX_DATA_O,
   output reg   RX_VALID_O,
   output reg   RX_ERROR_O,
   output       TX_O,
   output       TX_BUSY_O,
   input [7:0]  TX_DATA_I,
   input        TX_VALID_I
   );
   reg [12:0]   acc1;
   wire         tick16 = acc1[12];
   always @(posedge CLK_I)
     if(!RESET_N_I) begin
       acc1 <= 0;
     end else begin
       acc1 <= acc1[11:0] + {1'b0, ADD_I};
     end
   reg [3:0]  acc2;
   reg        tx_tick;
   always @(posedge CLK_I) begin
     tx_tick <= 0;
     if(!tx_working)
       acc2 <= 0;
     else if(tick16) begin
       {tx_tick, acc2} <= acc2 + 1;
     end
   end
   reg [3:0]  acc3;
   reg        rx_tick;
   always @(posedge CLK_I) begin
     rx_tick <= tick16 & ~|acc3;
     if(tick16) begin
       if(rx_state != 0) begin
         acc3 <= acc3 + 1;
       end else
         acc3 <= 9;
     end
   end
   reg [8:0]  tx_data;
   reg        tx_working;
   reg [3:0]  tx_cnt;
   assign       TX_BUSY_O = tx_working;
   assign       TX_O = tx_data[0];
   always @(posedge CLK_I)
     if(!RESET_N_I) begin
       tx_working <= 0;
       tx_cnt <= 0;
       tx_data <= -1;
     end else begin
       if(!tx_working) begin
         tx_cnt <= 0;
         tx_data[0] <= 1;
         if(TX_VALID_I) begin
           tx_working <= 1;
           tx_data <= {TX_DATA_I, 1'b0 };
         end
       end else if(tx_tick) begin
         tx_cnt <= tx_cnt + 1;
         tx_data <= {1'b1, tx_data[8:1]};
         if(tx_cnt == 9)  
           tx_working <= 0;
       end
     end
   reg [3:0]  rxs;
   always @(posedge CLK_I)
     rxs <= {RX_I, rxs[3:1]};
   reg        rx;
   always@(posedge CLK_I) begin
     if(!RESET_N_I)
       rx <= 1;
     else begin
       if(rxs[2:0] == 3'b000)
         rx <= 0;
       else if(rxs[2:0] == 3'b111)
         rx <= 1;
     end
   end
   reg [3:0]  rx_state;
   reg [7:0]  rx_data;
   assign RX_DATA_O = rx_data;
   always @(posedge CLK_I)
     if(!RESET_N_I) begin
       rx_state <= 0;
       RX_VALID_O <= 0;
       RX_ERROR_O <= 0;
     end else begin
       RX_VALID_O <= 0;
       RX_ERROR_O <= 0;
       case (rx_state)
         0:
           if(tick16 & !rx)
             rx_state <= 1;
         1:
           if(tick16 & rx) begin  
             rx_state <= 0;
             RX_ERROR_O <= 1;
           end else if(rx_tick)  
             rx_state <= rx_state + 1;
         2, 3, 4, 5, 6, 7, 8, 9:
           if(rx_tick) begin
             rx_data <= {rx, rx_data[7:1] };
             rx_state <= rx_state + 1;
             if(rx_state == 9)
               RX_VALID_O <= 1;
           end
         10:
           if(rx_tick) begin
             if(!rx)
               RX_ERROR_O <= 1;
             else
               rx_state <= 0;
           end
         default:
           rx_state <= 0;
       endcase  
     end
endmodule
==> PnR_summary.wiki <==
=== Synthesis and place and route ===
{| class="wikitable"
! Metric !! Value
|-
| Slew at the pin closest to its max-slew limit || 755.8 ps
|-
| Yosys stat cell total || 469
|-
| Number of cell instances on the worst register-to-register path || 5
|-
| Share of post-route cells with drive strength above 1 || 0.06048
|-
| Adder and majority gate portion of the synthesized area || 0.05910
|-
| Top cell types by occurrence after synthesis || sky130_fd_sc_hd__nand2_1 (82), sky130_fd_sc_hd__dfxtp_1 (81), sky130_fd_sc_hd__nor2_1 (41), sky130_fd_sc_hd__a21oi_1 (29)
|-
| # port buffers || 31
|-
| Largest net degree at the start of global routing || 38
|-
| CP Capture Type || output pin
|-
| Number of sinks driven by the clock tree || 104
|-
| Total placed instance area || 4890 um2
|-
| RSZ-0062 raised after global routing || no
|-
| Area delta synth->final || 12.94%
|-
| Pre-Repair DR Iteration Count || 4
|-
| Largest stage delay, worst path || 810 ps
|-
| Seq/Total Area, Yosys || 0.5056
|-
| Yosys Warn Count || 2
|-
| Share of the core filled by cells before placement || 0.4164
|-
| Max-slew headroom at the worst pin || 0.4954
|-
| Category of the worst setup path launch point || flip-flop
|-
| Hold Violations, Final || 0
|-
| H-tree lvl count || 3
|-
| Distinct cell type count after synthesis || 54
|-
| Violation count after the first detailed-routing iteration || 155
|-
| Final routed wirelength across all metal layers || 8.259 mm
|-
| Residual overflow from global routing || 0
|-
| Instance count along the most critical hold path || 0
|-
| Cell chain of the critical path || o21ai_0 -> clkdlybuf4s50_1
|-
| Mapped Area || 4573 um2
|-
| Remaining routing DRC violations || 0
|-
| Number of global-route vias before repair || 2,966
|-
| Flop and latch count out of synthesis || 104
|-
| Yosys top cell by instances || sky130_fd_sc_hd__nand2_1
|-
| Count of buffers added by post-CTS timing repair for setup || 0
|-
| Ratio of total power to cell area || 306.8 nW/um2
|-
| Dominant cells by area after synthesis || sky130_fd_sc_hd__dfxtp_1 (35%), sky130_fd_sc_hd__edfxtp_1 (15%), sky130_fd_sc_hd__nand2_1 (6.7%)
|-
| Antenna violation net count after detailed routing || 0
|-
| Met1 routing resource usage after global routing || 0.2431
|-
| Worst Skew || 10.60 ps
|-
| Share of flip-flops with an asynchronous set or reset || 0
|-
| Xor-xnor portion of the synthesized cell area || 0.02681
|-
| Clock latency at the later pin of the worst-skew pair || 340 ps
|-
| Core region area || 10,980 um2
|-
| Final Slew Violations || 0
|-
| Post-Layout Inst Area || 5165 um2
|-
| Compound-cell area share of the yosys netlist || 0.1007
|-
| CTS root buf || sky130_fd_sc_hd__clkbuf_16
|-
| Vias post-DR || 3,124
|-
| Area fraction of the dominant cell type after synthesis || 0.3546
|-
| Count of flip-flops with a built-in enable after synthesis || 23
|-
| Required arrival time at the worst endpoint || 4720 ps
|-
| GRT Total Usage || 0.1562
|-
| Setup CP Type || flip-flop to output pin
|-
| Global routing usage on met2 || 0.2412
|-
| Stage-log warning count || 65
|-
| Ports || 89
|-
| Outcome || completed
|-
| CTS tree || built
|-
| Worst Path Arrival || 1750 ps
|-
| Max-cap violations || 0
|-
| Most used DFF post-synth || sky130_fd_sc_hd__dfxtp_1
|-
| Total CTS buffers || 9
|-
| Yosys stat area || 4573 um2
|-
| Largest vdd supply drop || 0.1292 mV
|-
| Avg Inst Size Synth || 9.751 um2
|-
| Final-layout setup total negative slack || 0 ps
|-
| Total number of placement rows || 38
|-
| Layout filler cell count || 1,020
|-
| Weighted congestion reported at the end of routability-driven placement || 0.8272
|-
| Layer with the highest usage || met1
|-
| Leakage power total || 2.004 nW
|-
| Global-route wire length before repair || 14.11 mm
|-
| Number of setup violations in the final report || 0
|-
| Height of the chip || 108.9 um
|-
| Buffers from clock root to sink, at most || 2
|-
| Chip area || 11,860 um2
|-
| Achievable clock frequency || 341.2 MHz
|-
| CP max stage cell || sky130_fd_sc_hd__dfxtp_1
|-
| Synthesized instance count || 469
|-
| Count of antenna diodes in the layout || 0
|-
| Antenna violations before repair || 0
|-
| Ratio of routed vias to standard cells || 4.912
|-
| Clock-pin slew of the registers on the worst-case setup and hold paths || 60 ps
|-
| Resize count post-CTS || 0
|-
| Fraction of met3 tracks used by global routing || 0.02864
|-
| Final worst hold slack || 329.8 ps
|-
| Cell accounting for the most synthesized area || sky130_fd_sc_hd__dfxtp_1
|-
| CTS hold repair buffers || 0
|-
| Horiz. Die Dim || 108.9 um
|-
| Final clock period utilization by the worst path || 0.4968
|-
| Synthesized-area fraction occupied by and/or/nand/nor cells || 0.1751
|-
| Maximum fanout along the worst path || 15
|-
| WL per Instance || 12.99 um
|-
| Final period demand of the worst path || 2931 ps
|-
| Portion of netlist area occupied by mux cells || 0.06539
|-
| Dominant combinational family || simple AND/OR/NAND/NOR gates
|-
| Detailed Place HPWL || 5.806 mm
|-
| Min-delay worst type || flip-flop to flip-flop
|}
critical path, delay by kind of cell (launching register included):
kind	cells	cell delay, ps
AOI/OAI and AO/OA	1	170
buffers and inverters	1	430
DFF	1	810
final timing paths:
| kind | start | end | slack, ps |
|---|---|---|---|
| worst min register to register | uart0.rxs[3] | uart0.rxs[2] | 330 |
| worst max-delay path | uart0.tx_working | IRQ_O | 2970 |
| worst min-delay path | uart0.rxs[3] | uart0.rxs[2] | 330 |
| worst max register to register | uart0.rx_state[0] | uart0.rx_data[5] | 3900 |
power by group:
part           internal (mW)  switching, mW
sequential             0.763         0.0175
clock                  0.300          0.254
combinational          0.113          0.138
metrics by stage:
step | cells | total power [mW] | utilization | worst slack [ps]
after CTS | 636 | 1.600 | 0.4703 | 2953
after detailed placement | 620 | 1.045 | 0.4452 | 2822
after global routing | 636 | 1.674 | 0.4703 | 2857
after global placement | 620 | 1.042 | 0.4452 | 2858
final | 636 | 1.584 | 0.4703 | 2969
after floorplan | 490 | 0.9943 | - | 3587
state kept, by name (all words and copies together), names as in the netlist, 2 cells and up:
signal and flops:
HWDATA_O 11, adr_d 2, saved_rx_data 8, uart0.acc1 13, uart0.acc2 4, uart0.acc3 4, uart0.rx_data 8, uart0.rx_state 4
uart0.rxs 4, uart0.tx_cnt 4, uart0.tx_data 9, uart_add 11, uart_tx_data 8
cell type report:
type                            instances  area, um2  area share
Clock buffer                           12      246.5     0.04772
Clock inverter                          4      28.78    0.005572
Inverter                               11      41.29    0.007994
Multi-Input combinational cell        332       2036      0.3941
Sequential cell                       104       2312      0.4477
Tap cell                              140      175.2     0.03391
Timing Repair Buffer                   33      325.3     0.06298
metal layers:
metal | wire (um) | part of all wire | vias up
met5 | 0 | 0 | -
met4 | 113 | 0.014 | 0
met3 | 335 | 0.041 | 10
met2 | 3739 | 0.45 | 44
met1 | 4071 | 0.49 | 1459
li1 | - | - | 1611
logic make-up after synthesis:
group                      after synthesis
xor gates and xnor gates                14
muxes                                   26
AOI/OAI and AO/OA                       73
DFF                                    104
buffers and inverters                   54
other                                    1
adders and majority gates               21
and+or+nand+nor                        176
cells in the final DEF (no fill, tap or decap), types with 9 or more instances in the layout:
master                             n
sky130_fd_sc_hd__a21oi_1          29
sky130_fd_sc_hd__clkbuf_16         9
sky130_fd_sc_hd__clkdlybuf4s50_1  31
sky130_fd_sc_hd__conb_1           22
sky130_fd_sc_hd__dfxtp_1          81
sky130_fd_sc_hd__edfxtp_1         23
sky130_fd_sc_hd__ha_1             20
sky130_fd_sc_hd__mux2i_1          22
sky130_fd_sc_hd__nand2_1          82
sky130_fd_sc_hd__nand3_1          11
sky130_fd_sc_hd__nand4_1          10
sky130_fd_sc_hd__nor2_1           41
sky130_fd_sc_hd__o21ai_1          12
sky130_fd_sc_hd__xor2_1            9
No activity file was given, so power comes from the tool's default toggle rates.
